`design/flow/config.mk`:
```
export PLATFORM = sky130hd
export DESIGN_NAME = LBP
export DESIGN_NICKNAME = LBP
export VERILOG_FILES = /design/flow/design.v
export SDC_FILE = /design/flow/constraint.sdc
export NUM_CORES = 4
export LEC_CHECK = 1
export CORE_UTILIZATION = 50
```
`design/flow/constraint.sdc`:
```
current_design LBP

set clk_period 11.3
set clk_io_pct 0.2

create_clock -name clk0 -period $clk_period [get_ports {clk}]

set non_clock_inputs [all_inputs -no_clocks]
set_input_delay [expr $clk_period * $clk_io_pct] -clock clk0 $non_clock_inputs
set_output_delay [expr $clk_period * $clk_io_pct] -clock clk0 [all_outputs]
```
`design/flow/design.v`:
```
`timescale 1ns/10ps
module LBP ( 
	input  clk,
	input  reset,
	output     [13:0] gray_addr,
	output reg        gray_req,
	input  		  gray_ready,
	input      [7:0]  gray_data,
	output reg        lbp_valid,
	output reg [13:0] lbp_addr,
	output reg [7:0]  lbp_data,
	output reg        finish
);
	localparam frame_width = 3;
	integer i;
	reg [7:0] gray_temp [0:8];
	reg [7:0] valid_pixel;
	reg [7:0] valid_value [7:0];
	reg [6:0] gray_x;
	reg [6:0] gray_y;
	reg [6:0] gray_xb;
	reg [6:0] gray_xb_temp;
	assign gray_addr = {gray_x+gray_xb, gray_y};
	reg gray_done;
	reg gray_valid;
	reg [1:0] shift_con;
	always@(posedge clk, posedge reset)begin
		if(reset)begin
			gray_req  <= 0;
			gray_done <= 0;
			gray_x    <= 0;
			gray_y    <= 0;
			gray_xb   <= 0;
		end else begin
			if(gray_ready & ~gray_done)gray_req <= 1; else gray_req <= 0;
			if(gray_xb==7'd125 && gray_x==7'd1 && gray_y==7'd127)gray_done <= 1;
			if(gray_req)begin
				if(gray_x==2)begin
					gray_x <= 0; 
					gray_y <= gray_y + 1;
					if(gray_y==127)gray_xb <= gray_xb + 1;
				end else begin
					gray_x <= gray_x + 1;
				end
			end
		end
	end
	always@(posedge clk, posedge reset)begin
		if(reset)begin
			for(i=0;i<9;i=i+1)gray_temp[i] <= 0;
			shift_con <= 0;
		end else begin
			if(gray_req)begin
				if(shift_con==2)shift_con <= 0; else shift_con <= shift_con + 1;
				if(shift_con==0)gray_temp[2] <= gray_data;
				if(shift_con==1)gray_temp[5] <= gray_data;
				if(shift_con==2)gray_temp[8] <= gray_data;
				if(shift_con==0)begin
					gray_temp[1] <= gray_temp[2];
					gray_temp[4] <= gray_temp[5];
					gray_temp[7] <= gray_temp[8];
					gray_temp[0] <= gray_temp[1];
					gray_temp[3] <= gray_temp[4];
					gray_temp[6] <= gray_temp[7];
				end
			end
		end
	end
	always@(*)begin
		for(i=0;i<4;i=i+1)if(gray_temp[i] >= gray_temp[4])valid_pixel[i] = 1; else valid_pixel[i] = 0; 
		for(i=5;i<9;i=i+1)if(gray_temp[i] >= gray_temp[4])valid_pixel[i-1] = 1; else valid_pixel[i-1] = 0; 
		for(i=0;i<8;i=i+1)if(valid_pixel[i])valid_value[i] = 8'd1 << i; else valid_value[i] = 0;
	end
	always@(posedge clk, posedge reset)begin
		if(reset)begin
			lbp_data <= 0;
		end else begin
			lbp_data <= valid_value[0] + valid_value[1] + valid_value[2] + valid_value[3] + valid_value[4] + valid_value[5] + valid_value[6] + valid_value[7];
		end
	end
	always@(posedge clk, posedge reset)begin
		if(reset)begin
			lbp_valid <= 0;
			lbp_addr  <= 14'd129;
			gray_xb_temp <= 0;
		end else begin
			if(lbp_valid)begin
				if(lbp_addr[6:0]==7'd126)begin
					lbp_addr[13:7] <= lbp_addr[13:7] + 1;
					lbp_addr[6:0]  <= 1;
				end	else begin
					lbp_addr[6:0] <= lbp_addr[6:0] + 1;
				end
			end
			if(gray_x==0 && gray_y>=3 || gray_xb_temp!=gray_xb)lbp_valid <= 1; else lbp_valid <= 0;
			if(gray_xb_temp!=gray_xb)gray_xb_temp <= gray_xb;
		end
	end
	always@(posedge clk, posedge reset)begin
		if(reset)begin
			finish <= 0;
		end else begin
			if(lbp_addr[13:7]==7'd127 && lbp_addr[6:0]==7'd1)finish <= 1;
		end
	end
endmodule
```
`design/flow/run.sh`:
```
#!/bin/bash
# OpenROAD 26Q1-2900-gdf79404cd8, Yosys 0.63+post, stock flow scripts
make -C /OpenROAD-flow-scripts/flow DESIGN_CONFIG=/design/flow/config.mk WORK_HOME=/design/flow/orfs finish
```
==> metrics.yaml <==
drt:
  drc: 0
  viasPerCell: 5.44
  drt_pre_antenna_iters: 4
  drt-total-wl_mm: 11.9
  drt_iter0_markers: 237
  antenna_left: 0
  avgRoutedWirePerCell_um: 14.8
  antenna-diode-count: 0
  routed-via-count: 4387
floorplan:
  die_h_um: 117
  dieArea_mm2: 0.0138
  fp.dieW_um: 117
  core_mm2: 0.0128
  fp_util_pct: 51.9
  io_pins: 50
  rows: 41
yosys:
  syn_area_mm2: 0.00666
  async_flop_share_pct: 100
  ys_area_mm2: 0.00666
  yosys.area.top_type: "dfrtp_1"
  ys_top_cells_by_area: "dfrtp_1, ha_1, mux2_2, a21o_1, xnor2_1"
  synth_area_per_cell_um2: 11.7
  yosys_cells: 570
  ys_types: 42
  top_cells_by_count: "dfrtp_1, ha_1, mux2_2"
  synthCells: 570
  ys_seq_share_pct: 48.1
  yosysWarnings: 3
  edf_count: 0
  synthFlopType: "dfrtp_1"
  top_area_share_pct: 47.4
  ys.flops: 128
  most_common_cell: "dfrtp_1"
layout:
  fillers: 992
  final_layout_size_suffix_gt1_share_pct: 16.7
  flop_area_mm2: 0.00321
  logic_area_mm2: 0.00327
  fin_util_pct: 62.2
  finish.instance_area_mm2: 0.00798
  syn2layout_area_growth_pct: 19.8
critical_path:
  end_kind: "output port"
  cpLargestDelayFamily: "simple AND/OR/NAND/NOR gates"
  startpoint_type: "flip-flop"
  timing.rr.end: "gray_temp[4][0]$_DFFE_PP0P_"
  critical_path_class: "flip-flop to output port"
  cp_cell_sequence: "ha_1, inv_1, fa_1, nor2b_1, o31a_1, or4_1, and3_1, clkdlybuf4s50_1"
  cp_slowest_cell: "dfrtp_1"
  ff2ff_setup_slack_ps: 9130
  cp_slowest_stage_delay_ps: 480
  critical_path_arrival_ps: 2680
  timing.rr.start: "gray_req$_DFF_PP0_"
  cp.required_ps: 9040
  reg2regPathDepth: 4
  cp.depth: 8
  worstPathBufferInverterCount: 2
  cp_max_fo: 8
final_timing:
  finClkSkew_ps: 6.69
  rsz0062_at_grt: "no"
  fmax_ghz: 0.203
  relSlewSlack_pct: 46.2
  tns_ps: 0
  drv_slew: 0
  setup_viol: 0
  period_used_pct: 43.7
  worst_pin_slew_ps: 806
  fin_crit_ps: 4940
  final-hold-violation-count: 0
power_and_ir_drop:
  power.leakage_nw: 3.79
  p_per_area_mw_per_mm2: 272
  vdd_drop_max_mv: 0.131
placed_design:
  dp_hpwl_mm: 8.18
  port_buffers: 49
  gp_congestion: 0.839
  place_area_mm2: 0.00732
clock_network:
  clk_pin_slew_ps: 50
  clock_sinks: 128
  post_cts_buffers: 0
  cts_hold_buf: 0
  cts_resized: 0
  root_buffer: "clkbuf_16"
  cts_tree: "yes"
  cts_buffer_depth: 2
  htree_levels: 4
  cts_buffers: 17
  clk_latency_ps: 410
run:
  warning_count: 31
  cap_viol_max_count: 0
status:
  status: "completed"
global_route:
  track_usage_pct: 19.0
  antenna_found_initial: 0
  grt_pass1_vias: 4066
  grt_pass1_wl_mm: 20.5
  grt_start_max_net_pins: 71
  overflow: 0
hold_path:
  holdPathEnd: "gray_req$_DFF_PP0_"
  min_from: "gray_done$_DFFE_PP0P_"
  hp-class: "flip-flop to flip-flop"
  whs_path_depth: 1
-- power breakdown --
group / switching [mW] / internal (mW)
registers: 0.135 / 0.632
logic: 0.361 / 0.437
clock network: 0.192 / 0.413
total: 0.688 / 1.48
-- layer usage --
metal | vias up | GRT usage (%) | wire (um) | part of all wire, %
met5 | - | 0 | 0 | 0
met3 | 13 | 3.67 | 460 | 3.9
met4 | 0 | 2.52 | 173 | 1.5
met2 | 85 | 25.3 | 5010 | 42
met1 | 2132 | 34.2 | 6290 | 53
li1 | 2157 | - | - | -
-- final cells by class --
class                           instances  share of cell area [%]
Clock buffer                           21                    6.02
Sequential cell                       128                    40.2
Multi-Input combinational cell        395                    41.0
Inverter                               28                    1.35
Clock inverter                         11                    2.29
Timing Repair Buffer                   52                    6.43
Tap cell                              172                    2.70
-- per-stage QoR --
step	worst slack, ps	total power, mW	cells	hold WS [ps]
after floorplan	5630	1.33	570	404
after global placement	6800	1.55	775	436
after detailed placement	6780	1.57	775	444
after CTS	6340	2.20	807	446
after global routing	6190	2.36	807	471
final	6360	2.17	807	442
-- state kept, by name, summed over array words and instances, names as in the netlist --
register,flops
finish,1
gray_y,7
gray_req,1
gray_done,1
lbp_valid,1
gray_xb,7
gray_xb_temp,7
lbp_addr,14
shift_con,2
lbp_data,8
gray_x,7
gray_temp,72
-- how the worst max path moves through the flow --
| stage | end | start |
|---|---|---|
| final | gray_addr[13] | gray_xb[0]$_DFFE_PP0P_ |
| after CTS | gray_addr[13] | gray_xb[0]$_DFFE_PP0P_ |
| after global routing | gray_addr[13] | gray_xb[0]$_DFFE_PP0P_ |
-- placed cells by master, fill, tap and decap left out, types with 9 or more instances in the layout --
cell type        netlist  final
nand3_1               14     14
a21oi_1               15     15
dfrtp_1              126    126
clkdlybuf4s50_1        0     49
nand2_1               32     32
nor2_1                25     25
xor2_1                16     16
nand4_1               19     19
nor3_1                10      9
a21o_1                28     28
nand2b_1               9      9
ha_1                  81     81
xnor2_1               17     17
o31ai_1                9      9
clkbuf_16              0     17
o21ai_0               20     20
inv_1                 28     27
mux2_2                60     60
-- kinds of logic after synthesis --
kind of cell | Yosys count | synth area share [%]
and+or+nand+nor | 130 | 10.2
buffers and inverters | 47 | 2.76
muxes | 60 | 10.1
adders and majority gates | 82 | 15.5
DFF | 128 | 48.1
AOI/OAI and AO/OA | 90 | 8.91
xor gates and xnor gates | 33 | 4.34
Power is estimated from default activity; no workload was simulated.
